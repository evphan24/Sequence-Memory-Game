==> config.mk <==
export PLATFORM = sky130hd
export DESIGN_NAME = squaresGrid
export DESIGN_NICKNAME = squaresGrid
export VERILOG_FILES = /design/flow/design.v
export SDC_FILE = /design/flow/constraint.sdc
export NUM_CORES = 4
export LEC_CHECK = 1
export CORE_UTILIZATION = 50
==> constraint.sdc <==
current_design squaresGrid

set clk_period 4.5
set clk_io_pct 0.2

create_clock -name clk0 -period $clk_period [get_ports {iClock}]

set non_clock_inputs [all_inputs -no_clocks]
set_input_delay [expr $clk_period * $clk_io_pct] -clock clk0 $non_clock_inputs
set_output_delay [expr $clk_period * $clk_io_pct] -clock clk0 [all_outputs]
==> run.sh <==
#!/bin/bash
# OpenROAD 26Q1-2900-gdf79404cd8, Yosys 0.63+post, stock flow scripts
make -C /OpenROAD-flow-scripts/flow DESIGN_CONFIG=/design/flow/config.mk WORK_HOME=/design/flow/orfs finish
==> design.v <==
module dynamicBox(iClock, iResetn, x_coord, y_coord, iColour, x_size, y_size, plot, oX, oY, oColour);
	input iClock, iResetn;
	input [7:0] x_coord;
	input [6:0] y_coord;
	input [2:0] iColour;
	input [7:0] x_size;
	input [6:0] y_size;
	input plot;
	output reg [7:0] oX;
	output reg [6:0] oY;
	output reg [2:0] oColour;
	 parameter X_SCREEN_PIXELS = 8'd160;
    parameter Y_SCREEN_PIXELS = 7'd120;
	 reg [6:0] y_count;
	 reg [7:0] x_count;
	always@(posedge iClock) begin
        if(iResetn == 1'b0 || plot == 1'b0) begin
				y_count <= 7'b0;
				x_count <= 8'b0;
				oColour <= 3'd0;
        end
		else if (plot == 1'b1) begin
			if (x_count == x_size) 
					x_count <= 8'd0;
			else
				begin
					oX <= x_coord + x_count;
					x_count <= x_count + 1'b1;
				end
			if (y_count == y_size) 
				y_count <= 7'd0;
				else if (x_count == 8'd0)
					begin
						oY <= y_coord + y_count;
						y_count <= y_count + 1'b1;
					end
				oColour <= iColour;
			end
	end
endmodule
module squaresGrid(iResetn, iClock, enable, oX, oY, oColour, oPlot, done);
   parameter X_SCREEN_PIXELS	= 8'd160;
   parameter Y_SCREEN_PIXELS = 7'd120;
   input wire 	    iClock;
	input wire iResetn, enable;
   output wire [7:0] oX;         
   output wire [6:0] oY;
   output wire [2:0] oColour;   
   output wire oPlot, done;      
	wire [7:0] x_coord;
	wire [6:0] y_coord;
	wire plot1, plot2, plot3, plot4;
   control_sq #(X_SCREEN_PIXELS, Y_SCREEN_PIXELS) u5(iClock, iResetn, enable, oX, oY, x_coord, y_coord, oPlot, plot1, plot2, plot3, plot4, done);
	datapath_sq #(X_SCREEN_PIXELS, Y_SCREEN_PIXELS) u6(iClock, iResetn, plot1, plot2, plot3, plot4, oPlot, x_coord, y_coord, oX, oY, oColour);
endmodule 
module control_sq(iClock, iResetn, enable, oX, oY, x_coord, y_coord, oPlot, plot1, plot2, plot3, plot4, done);
    input iClock, enable;
    input iResetn;
	 input [7:0] oX, x_coord;
	 input [6:0] oY, y_coord;
    output reg oPlot, done;
	 parameter X_SCREEN_PIXELS = 8'd160;
    parameter Y_SCREEN_PIXELS = 7'd120;
    reg [2:0] current_state, next_state;
    localparam  S_IDLE = 3'd0,
					 S_BOX1 = 3'd1,
					 S_BOX2 = 3'd2,
					 S_BOX3 = 3'd3,
					 S_BOX4 = 3'd4,
					 S_DONE = 3'd5;
    always@(*)
    begin: state_table
            case (current_state)
                S_IDLE: next_state = enable == 1'b1 ? S_BOX1 : S_IDLE;
					 S_BOX1: next_state = (oX - x_coord == 8'd23) && (oY - y_coord == 7'd23) ? S_BOX2: S_BOX1;
					 S_BOX2: next_state = (oX - x_coord == 8'd23) && (oY - y_coord == 7'd23) ? S_BOX3 : S_BOX2;
					 S_BOX3: next_state = (oX - x_coord == 8'd23) && (oY - y_coord == 7'd23) ? S_BOX4 : S_BOX3;
					 S_BOX4: next_state = (oX - x_coord == 8'd23) && (oY - y_coord == 7'd23) ? S_DONE : S_BOX4;
					 S_DONE: next_state = S_IDLE;
            default:     next_state = S_IDLE;
        endcase
    end 
	output reg plot1, plot2, plot3, plot4;
    always @(*)
    begin: enable_signals
		  oPlot = 1'b0;
		  plot1 = 1'b0;
		  plot2 = 1'b0;
		  plot3 = 1'b0;
		  plot4 = 1'b0;
		  done = 1'b0;
        case (current_state)
            S_IDLE: begin
                oPlot = 1'b0;
                end
				S_BOX1: begin
					oPlot = 1'b1;
					plot1 = 1'b1;
					end
				S_BOX2: begin
					oPlot = 1'b1;
					plot2 = 1'b1;
					end
				S_BOX3: begin
					oPlot = 1'b1;
					plot3 = 1'b1;
					end
				S_BOX4: begin
					oPlot = 1'b1;
					plot4 = 1'b1;
					end
				S_DONE: begin
					done = 1'b1;
					end
        endcase
    end 
    always@(posedge iClock)
    begin: state_FFs
        if(iResetn == 1'b0)
            current_state <= S_IDLE;
        else
            current_state <= next_state;
    end 
endmodule 
module datapath_sq(iClock, iResetn, plot1, plot2, plot3, plot4, oPlot, x_coord, y_coord, oX, oY, oColour);
    input iClock, iResetn, plot1, plot2, plot3, plot4;
	 input oPlot;
	 output reg [6:0] y_coord;
	 output reg [7:0] x_coord;
    output [7:0] oX;
	 output [6:0] oY;
	 output [2:0] oColour;
	 parameter X_SCREEN_PIXELS = 8'd160;
    parameter Y_SCREEN_PIXELS = 7'd120;
	reg  [2:0] colour;
	 dynamicBox u0(iClock, iResetn, x_coord, y_coord, colour, 8'd24, 7'd24, oPlot, oX, oY, oColour);
	always@(oPlot, plot1, plot2, plot3, plot4) begin
		if(oPlot == 1'b1) begin
			if (plot1 == 1'b1) begin
					x_coord <= 8'd38;
					y_coord <= 7'd69;
					colour = 3'd7;
			end
				else if (plot2 == 1'b1) begin
					x_coord <= 8'd68;
					y_coord <= 7'd54;
					colour = 3'd7;
				end
				else if (plot3 == 1'b1) begin
					x_coord <= 8'd68;
					y_coord <= 7'd84;
					colour = 3'd7;
				end
				else if (plot4 == 1'b1) begin
					x_coord <= 8'd98;
					y_coord <= 7'd69;
					colour = 3'd7;
				end
			end
		else
			colour = 3'd0;
	end
endmodule
==> impl_metrics.tcl <==
# yosys + openroad results
set metrics [dict create \
    use_met1_pct 30.51 \
    final_cell_mix "inv_1 (28), clkdlybuf4s50_1 (22), dfxtp_1 (22), nor2_1 (21), ha_1 (20)" \
    antennaDiodeCount 0 \
    fmax_ghz 0.3279 \
    grt_max_degree 12 \
    cts-root-buf "clkbuf_8" \
    crit_fanout 9 \
    mostFrequentLayoutCell "inv_1" \
    wire_per_inst_um 13.07 \
    overflow 0 \
    postCtsHoldBufs 0 \
    ys_sh_aoi_pct 8.433 \
    mux_share_pct 2.082 \
    use_met3_pct 4.850 \
    fin_util_pct 60.26 \
    worstMarginPinSlew_ns 0.5847 \
    synthArstFlopShare_pct 0 \
    holdPathStages 1 \
    hpwl_mm 3.273 \
    tns_ns 0 \
    port_buffers 22 \
    critPathSlowestCell "nor2_1" \
    critical-path-max-stage-delay_ns 0.47 \
    final_cells 315 \
    post_cts_buffers 0 \
    rrSetupSlack_ns 2.13 \
    path_clk_slew_ns 0.07 \
    p_leak_nw 1.085 \
    core_area_sq_mm 0.004474 \
    rsz0062_at_grt "no" \
    worstReg2RegStart "u6.u0.oX[1]" \
    synth_area_sq_mm 0.002404 \
    use_met2_pct 27.62 \
    dieArea_sq_mm 0.005089 \
    fp_util_pct 53.72 \
    edf_count 15 \
    crit_required_ns 3.60 \
    ant_nets 0 \
    unclocked_pins 7 \
    ys_sh_adder_pct 13.74 \
    row_count 24 \
    num_vias 1669 \
    slew_headroom_pct 60.87 \
    placed_cells 307 \
    period_used_pct 67.77 \
    antenna_found_initial 0 \
    yosysCellCount 240 \
    cap_violations 0 \
    viasPerCell 5.298 \
    hold_class "reg -> reg" \
    grt_pass1_vias 1625 \
    path_class "reg -> out" \
    grt_pass1_wl_mm 7.293 \
    chipHeight_um 71.34 \
    cts_buffer_depth 2 \
    place_congestion 0.8657 \
    finClkSkew_ns 0.005691 \
    clk_latency_ns 0.28 \
    power-per-cell-area_mw_per_mm2 237.9 \
    die_w_um 71.34 \
    hold_end "u5.current_state[0]" \
    finalPower_mw 0.6415 \
    ys_sh_simple_pct 17.65 \
    setup_violations 0 \
    cts_inserted_buffers 5 \
    cp.arrival_ns 2.15 \
    worstSetupStartpointType "flop" \
    warnings 28 \
    timing.hold.ws_ns 0.4740 \
    r2r_cells 9 \
    numSynthFlops 44 \
    reg2reg_to "u5.current_state[5]" \
    busiest_layer "met1" \
    firstDrtPassIters 21 \
    htree_num_levels 2 \
    routed_wl_mm 4.118 \
    final_layout_size_suffix_gt1_share_pct 5.323 \
    crit_chain "or3_1, nor2_1, inv_1, clkdlybuf4s50_1" \
    synth_cell_types 43 \
    cp-end-kind "primary output" \
    post-route-drc-count 0 \
    final-max-slew-violation-count 0 \
    xor_area_share_pct 9.110 \
    syn_inst 240 \
    initialDrtViolationCount 49 \
    yosys_warnings 3 \
    grt_usage_pct 18.95 \
    ir_worst_vdd_v 0.0001929 \
    crit_start "u5.current_state[3]" \
    top_logic_kind "simple AND/OR/NAND/NOR gates" \
    syn2layout_area_growth_pct 12.18 \
    hold_start "u5.current_state[4]" \
    untimed_endpoints 7 \
    cts_tree "done" \
    ys_area_sq_mm 0.002404 \
    finalCriticalPeriod_ns 3.050 \
    io_pins 23 \
    cts_resized 0 \
    syn_area_per_cell_sq_um 10.01 \
    comb_area_sq_mm 0.001230 \
    ys.flop_type "dfxtp_1" \
    status "completed" \
    n_fill_cell 386 \
    final-seq-area_sq_um 996.0 \
    finalHoldViolations 0 \
]
## state kept, by name (all words and copies together), names as in the netlist
signal,flops
u6.y_coord,3
u6.u0.x_count,8
u6.u0.oColour,1
u6.u0.oX,8
u6.colour,1
u6.u0.y_count,7
u6.u0.oY,7
u5.current_state,6
u6.x_coord,3
## area by class of cell
cell class / count / area share [%]
repair buffers: 22 / 8.167
well taps: 52 / 2.413
inverters: 28 / 3.898
clock buffers: 8 / 2.970
flip-flops and latches: 44 / 36.94
multi-input cells: 161 / 45.61
## Yosys cell counts, drive strengths merged, types with 2 or more instances
cell,instances,area (sq um)
dfxtp,22,440.4
ha,20,250.2
a211o,2,17.52
nand3,11,67.57
nand2,17,63.81
nor2,21,78.83
mux2i,5,50.05
or3,2,12.51
nor2b,2,12.51
clkbuf,2,27.53
and3,4,25.02
dlxtn,7,105.1
a31oi,2,12.51
xnor2,14,122.6
o21ai,5,25.02
buf,5,45.04
fa,4,80.08
edfxtp,15,450.4
nand4,10,68.81
xor2,11,96.34
a21oi,9,63.82
nor4b,2,17.52
a31o,2,17.52
inv,28,105.1
nand2b,5,31.28
## worst max-delay path, delay by kind of cell (launching register included)
family / cells / cell delay (ns)
buf+inv: 2 / 0.70
simple gates: 2 / 0.85
flops: 1 / 0.32
## report_power, final
group,internal (mW),total [mW],switching (mW)
combinational,0.0276,0.0606,0.0330
sequential,0.362,0.368,0.00671
clock,0.110,0.213,0.103
total,0.499,0.642,0.142
## routing by layer
layer	vias up	share of wire (%)
met4	0	1.2
li1	859	-
met1	760	50
met3	4	4.5
met2	46	44
met5	-	0
## logic make-up after synthesis
kind of cell	after synthesis
buffers and inverters	35
and+or+nand+nor	78
adders and majority gates	24
xor gates and xnor gates	25
latches	7
DFF	37
muxes	5
AOI/OAI and AO/OA	28
other	1
## how the worst max path moves through the flow
stage	to	slack, ns	depth (start not counted)
after CTS	oPlot	1.41	4
after global routing	oPlot	1.23	4
final	oPlot	1.45	4
## through the flow
step,instance area [sq um],setup WS (ns)
CTS,2696,1.410
global route,2696,1.229
global placement,2616,1.680
finish,2696,1.450
floorplan,2404,2.403
detailed placement,2616,1.689
Power is estimated from default activity; no workload was simulated.
