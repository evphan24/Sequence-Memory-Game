**design/flow/run.sh**
```bash
#!/bin/bash
# OpenROAD 26Q1-2900-gdf79404cd8, Yosys 0.63+post, stock flow scripts
make -C /OpenROAD-flow-scripts/flow DESIGN_CONFIG=/design/flow/config.mk WORK_HOME=/design/flow/orfs finish
```
**design/flow/config.mk**
```make
export PLATFORM = sky130hd
export DESIGN_NAME = patternInput
export DESIGN_NICKNAME = patternInput
export VERILOG_FILES = /design/flow/design.v
export SDC_FILE = /design/flow/constraint.sdc
export NUM_CORES = 4
export LEC_CHECK = 1
export CORE_UTILIZATION = 50
```
**design/flow/constraint.sdc**
```tcl
current_design patternInput

set clk_period 3.3
set clk_io_pct 0.2

create_clock -name clk0 -period $clk_period [get_ports {iClock}]

set non_clock_inputs [all_inputs -no_clocks]
set_input_delay [expr $clk_period * $clk_io_pct] -clock clk0 $non_clock_inputs
set_output_delay [expr $clk_period * $clk_io_pct] -clock clk0 [all_outputs]
```
**design/flow/design.v**
```verilog
module dynamicBox(iClock, iResetn, x_coord, y_coord, iColour, x_size, y_size, plot, oX, oY, oColour);
	input iClock, iResetn;
	input [7:0] x_coord;
	input [6:0] y_coord;
	input [2:0] iColour;
	input [7:0] x_size;
	input [6:0] y_size;
	input plot;
	output reg [7:0] oX;
	output reg [6:0] oY;
	output reg [2:0] oColour;
	 parameter X_SCREEN_PIXELS = 8'd160;
    parameter Y_SCREEN_PIXELS = 7'd120;
	 reg [6:0] y_count;
	 reg [7:0] x_count;
	always@(posedge iClock) begin
        if(iResetn == 1'b0 || plot == 1'b0) begin
				y_count <= 7'b0;
				x_count <= 8'b0;
				oColour <= 3'd0;
        end
		else if (plot == 1'b1) begin
			if (x_count == x_size) 
					x_count <= 8'd0;
			else
				begin
					oX <= x_coord + x_count;
					x_count <= x_count + 1'b1;
				end
			if (y_count == y_size) 
				y_count <= 7'd0;
				else if (x_count == 8'd0)
					begin
						oY <= y_coord + y_count;
						y_count <= y_count + 1'b1;
					end
				oColour <= iColour;
			end
	end
endmodule
module patternInput(iResetn, iClock, start, level, oX, oY, oColour, oPlot, key0, key1, key2, key3, lost, done);
	parameter X_SCREEN_PIXELS	= 8'd160;
   parameter Y_SCREEN_PIXELS = 7'd120;
   input wire 	    iClock, key0, key1, key2, key3;
	input wire [3:0] level;
	input wire iResetn, start;
   output wire [7:0] oX;        
   output wire [6:0] oY;
   output wire [2:0] oColour;    
   output wire 	     oPlot, done, lost;    
	wire plot1, clear, plot2;
	wire [7:0] x_coord;
	wire [6:0] y_coord;
	control_input ci(iResetn, iClock, start, level, key0, key1, key2, key3, oX, oY, x_coord, y_coord, lost, done, plot1, plot2, clear);
	datapath_input di(iResetn, iClock, oPlot, plot1, plot2, clear, oX, oY, oColour, x_coord, y_coord);
endmodule 
module control_input(iResetn, iClock, start, level, key0, key1, key2, key3, oX, oY, x_coord, y_coord, lost, done, plot1, plot2, clear);
	input iResetn, iClock, start, key0, key1, key2, key3;
	input [3:0] level;
	input [7:0] oX, x_coord;
	input [6:0] oY, y_coord;
	output reg lost, done, plot1, clear, plot2;
    reg [3:0] current_state, next_state;
	 reg [4:0] squares;
    localparam  S_IDLE = 4'd0,
					 S_BOX1 = 4'd1,
					 S_DISPLAY1 = 4'd2,
					 S_LOST = 4'd3,
					 S_DONE = 4'd4,
					 S_CLEAR = 4'd5,
					 S_WAIT = 4'd6,
					 S_WAIT2 = 4'd7,
					 S_BOX2 = 4'd8,
					 S_DISPLAY2 = 4'd9,
					 S_WAIT3 = 4'd10,
					 S_CLEAR2 = 4'd11,
					 S_WAIT4 = 4'd12;
    always@(*)
    begin: state_table
            case (current_state)
                S_IDLE: next_state = start == 1'b1 ? S_BOX1 : S_IDLE;
					 S_BOX1: begin
							if (key1 == 1'b0)
								next_state = S_DISPLAY1;
							else if (key0 == 1'b0 || key2 == 1'b0 || key3 == 1'b0)
								next_state = S_LOST;
							else
								next_state = S_BOX1;
						end
					 S_DISPLAY1: next_state = key1 == 1'b1 ? S_WAIT : S_DISPLAY1;
					 S_WAIT: next_state = (oX - x_coord == 8'd0) && (oY - y_coord == 7'd0) ? S_CLEAR : S_WAIT;
					 S_LOST: next_state = S_DONE;
					 S_CLEAR: next_state = (oX - x_coord == 8'd23) && (oY - y_coord == 7'd23) ? S_WAIT2 : S_CLEAR;
					 S_WAIT2:  
						if ((oX - x_coord == 8'd20) && (oY - y_coord == 7'd20)) begin
							if (squares == level) 
								next_state = S_DONE;
							else
								next_state = S_BOX2;
						end
						else 
							next_state = S_WAIT2;
					 S_BOX2: begin
							if (key2 == 1'b0)
								next_state = S_DISPLAY2;
							else if (key0 == 1'b0 || key1 == 1'b0 || key3 == 1'b0)
								next_state = S_LOST;
							else
								next_state = S_BOX2;
						end
					S_DISPLAY2: next_state = key2 == 1'b1 ? S_WAIT3 : S_DISPLAY2;
					S_WAIT3: next_state = (oX - x_coord == 8'd0) && (oY - y_coord == 7'd0) ? S_CLEAR2 : S_WAIT3; 
					S_CLEAR2: next_state = (oX - x_coord == 8'd23) && (oY - y_coord == 7'd23) ? S_WAIT4 : S_CLEAR2;
					S_WAIT4: 
						if ((oX - x_coord == 8'd20) && (oY - y_coord == 7'd20)) begin
							if (squares == level) 
								next_state = S_DONE;
							else
								next_state = S_DONE;
						end
						else 
							next_state = S_WAIT4;
					 S_DONE: next_state = S_IDLE;
            default:     next_state = S_IDLE;
        endcase
    end
    always @(*)
    begin: enable_signals
		  lost = 1'b0;
		  plot1 = 1'b0;
		  clear = 1'b0;
		  done = 1'b0;
		  plot2 = 1'b0;
        case (current_state)
            S_IDLE: begin
					squares = 4'd0;
					end
				S_BOX1: begin
					squares = 4'd1;
					end
				S_DISPLAY1: begin
					plot1 = 1'b1;
					squares = 4'd1;
					end
				S_WAIT: begin
					plot1 = 1'b1;
					squares = 4'd1;
					end
				S_WAIT2: begin
					plot1 = 1'b1;
					clear = 1'b1;
					squares = 4'd1;
					end
				S_LOST: begin
					lost = 1'b1;
					squares = 4'd0;
					end
				S_CLEAR: begin
					plot1 = 1'b1;
					clear = 1'b1;
					squares = 4'd1;
					end
				S_DONE: begin
					done = 1'b1;
					squares = 4'd0;
					end
				S_BOX2: begin
					squares = 4'd2;
					end
				S_DISPLAY2: begin
					plot2 = 1'b1;
					squares = 4'd2;
					end
				S_WAIT3: begin
					plot2 = 1'b1;
					squares = 4'd2;
					end
				S_CLEAR2: begin
					plot2 = 1'b1;
					clear = 1'b1;
					squares = 4'd2;
					end
				S_WAIT4: begin
					plot2 = 1'b1;
					clear = 1'b1;
					squares = 4'd2;
				end
        endcase
    end
    always@(posedge iClock)
    begin: state_FFs
        if(iResetn == 1'b0)
            current_state <= S_IDLE;
        else
            current_state <= next_state;
    end 
endmodule 
module datapath_input(iResetn, iClock, oPlot, plot1, plot2, clear, oX, oY, oColour, x_coord, y_coord);
	input iResetn, iClock, plot1, clear, plot2;
	output reg oPlot;
	output reg [7:0] oX;
	output reg [6:0] oY;
	output reg [2:0] oColour;
	 parameter X_SCREEN_PIXELS = 8'd160;
    parameter Y_SCREEN_PIXELS = 7'd120;
	output reg [7:0] x_coord;
	output reg [6:0] y_coord;
	reg [2:0] iColour;
	reg plot;
	wire [7:0] box_x;
	wire [6:0] box_y;
	wire [2:0] box_colour;
	reg [7:0] x_b;
	reg [6:0] y_b;
	dynamicBox D0(iClock, iResetn, x_coord, y_coord, iColour, 8'd24, 7'd24, plot, box_x, box_y, box_colour);
	always@(plot1, clear, plot2) begin
		if (plot1 == 1'b1) begin
			if (clear == 1'b1) 
				iColour = 3'd7;
			else
				iColour = 3'd5;
			oPlot = plot1;
			plot = plot1;
			x_coord = 8'd68;
			y_coord = 7'd84;
		end
		else if (plot2 == 1'b1) begin
			if (clear == 1'b1) 
				iColour = 3'd7;
			else
				iColour = 3'd5;
			oPlot = plot2;
			plot = plot2;
			x_coord = 8'd68;
			y_coord = 7'd54;
		end
		else begin
			oPlot <= 1'b0;
			plot <= 1'b0;
			iColour <= 3'd0;
		end
	end
	always@(posedge iClock) begin
		if (plot1 == 1'b1 || clear == 1'b1 || plot2 == 1'b1) begin
			oX <= box_x;
			oY <= box_y;
			oColour <= box_colour;
		end
	end
endmodule 
```
==> flow_metrics.env <==
# flow metrics
export IMPL_relSlewSlack_pct=51.8
export IMPL_start_kind="register"
export IMPL_ant_nets=0
export IMPL_slowest_delay_ns=0.53
export IMPL_cts_tree="done"
export IMPL_rsz0062_at_grt="false"
export IMPL_edf_count=32
export IMPL_vias=1961
export IMPL_clock_latency_ns=0.33
export IMPL_cts_hold_buffers=0
export IMPL_power_total_mw=1.68
export IMPL_stdcell_count=367
export IMPL_combGateArea_um2=1190
export IMPL_seqCellArea_um2=1620
export IMPL_ioPinCount=32
export IMPL_cap_violations=0
export IMPL_grt_first_pass_wirelength_mm=8.80
export IMPL_dr_pass1_iters=4
export IMPL_path_cells="nor4_2 -> nand2_4 -> clkdlybuf4s50_1"
export IMPL_clkSlewWorstSetupHoldPaths_ns=0.07
export IMPL_hold_ws_ns=0.407
export IMPL_finalClockPeriodUsage_pct=77.1
export IMPL_clockBufferDepth=2
export IMPL_p_sw_uw=329
export IMPL_cts_root_buf="clkbuf_8"
export IMPL_p_seq_share_pct=49.6
export IMPL_routed_wl_mm=5.44
export IMPL_unclocked_regs=4
export IMPL_htreeDepth=3
export IMPL_ys_cells=254
export IMPL_sw_frac_of_total_pct=19.6
export IMPL_antennaDiodeCount=0
export IMPL_core_util_floorplan_pct=52.8
export IMPL_drcViolationCount=0
export IMPL_syn_inst=254
export IMPL_vias_per_cell=5.34
export IMPL_worst_pin_slew_ns=0.721
export IMPL_fin_setup_tns_ns=0
export IMPL_finalCriticalPeriod_ns=2.54
export IMPL_async_flop_share_pct=0
export IMPL_cpMaxStageDelayCell="nor4_2"
export IMPL_chip_area_um2=6190
export IMPL_arrival_ns=1.88
export IMPL_path_class="register to output pin"
export IMPL_syn_avg_cell_area_um2=11.6
export IMPL_synth_main_ff_cell="edfxtp_1"
export IMPL_slew_viol_final=0
export IMPL_ys_types=51
export IMPL_worstPathMaxFanout=9
export IMPL_drive_above_1_share_pct=11.2
export IMPL_grt_pass1_vias=1817
export IMPL_fmax_mhz=393
export IMPL_nFillCells=464
export IMPL_combPwrFrac_pct=4.7
export IMPL_utilization_pct=63.5
export IMPL_place_gp_congestion=0.832
export IMPL_end_kind="output pin"
export IMPL_powerDensity_nw_per_um2=474
export IMPL_clkPwrFrac_pct=45.7
export IMPL_die_w_um=78.7
export IMPL_yosysWarningCount=3
export IMPL_cts_setup_buffers=0
export IMPL_antenna_found_initial=0
export IMPL_fp_row_count=27
export IMPL_internal_power_mw=1.35
export IMPL_track_usage_pct=19.7
export IMPL_yosys_area_um2=2940
export IMPL_power_leakage_nw=1.31
export IMPL_fp_dieH_um=78.7
export IMPL_warnings=30
export IMPL_cts_made_buffers=9
export IMPL_untimed_endpoints=4
export IMPL_synth_area_um2=2940
export IMPL_crit_required_ns=2.64
export IMPL_core_um2=5570
export IMPL_areaGrowthSynthToFinish_pct=20.4
export IMPL_clock_skew_ns=0.00704
export IMPL_finalSetupViolations=0
export IMPL_dp_cells=351
export IMPL_gr_total_overflow=0
export IMPL_ys_ff=66
export IMPL_final_hold_viol_count=0
export IMPL_hp_class="register to register"
export IMPL_ir_drop_mv=0.322
export IMPL_place_port_buffers=31
export IMPL_status="finished, final reports clean"
export IMPL_dp_hpwl_mm=4.01
export IMPL_drtIter0Drc=57
export IMPL_wl_per_cell_um=14.8
export IMPL_cts_resized=0
export IMPL_grt_max_degree=19
## per-layer routing
layer	GRT usage, %	wire length, um	vias up
li1	-	-	984
met1	32.7	2570	920
met2	28.9	2500	46
met3	4.55	257	11
met4	3.33	110	0
met5	0	0	-
## critical path: cells and delay by family (launching register included)
kind	cells	cell delay, ns
simple gates	2	0.75
buf+inv	1	0.46
flops	1	0.34
## stage by stage
step,area (um^2),setup slack (ns)
3_3_place_gp,3310,0.962
6_report,3540,0.756
2_1_floorplan,2940,1.38
5_1_grt,3540,0.654
3_5_place_dp,3310,0.936
4_1_cts,3540,0.740
## flip-flops by register name (all words and copies together) (netlist names)
| signal | flops |
|---|---|
| di.D0.y_count | 7 |
| ci.current_state | 13 |
| di.y_coord | 2 |
| di.D0.oY | 7 |
| di.D0.x_count | 8 |
| di.oColour | 2 |
| ci.squares | 2 |
| di.oY | 7 |
| di.D0.oX | 8 |
| di.oX | 8 |
| di.D0.oColour | 2 |
## kinds of logic after synthesis
family | after synthesis | synth area share (%)
AND-OR/OR-AND | 29 | 7.44
XOR/XNOR | 26 | 7.74
adder cells (fa/ha/maj) | 13 | 5.53
buffers and inverters | 28 | 4.25
flip-flops | 62 | 53.1
latches | 4 | 2.04
AND/OR/NAND/NOR | 92 | 19.9
## final cells by class
class	instances	share of cell area, %
well taps	72	2.54
multi-input cells	160	33.7
flip-flops and latches	66	45.8
repair buffers	32	8.97
inverters	21	2.37
clock inverters	3	1.84
clock buffers	13	4.77
## worst paths after layout
path                            startpoint                     endpoint  slack [ns]  depth (start not counted)
max            ci.current_state[3]$_DFF_P_                        oPlot        0.76                          3
min          di.D0.oColour[1]$_SDFFE_PP0N_      di.oColour[1]$_DFFE_PP_        0.41                          0
max reg2reg             di.oY[5]$_DFFE_PP_  ci.current_state[6]$_DFF_P_        1.01                          6
min reg2reg  di.D0.oColour[1]$_SDFFE_PP0N_      di.oColour[1]$_DFFE_PP_        0.41                          0
## cells in the final DEF (no fill, tap or decap), types with 12 or more instances in the layout
| cell | count |
|---|---|
| edfxtp_1 | 32 |
| clkdlybuf4s50_1 | 31 |
| dfxtp_1 | 30 |
| inv_1 | 18 |
| xnor2_1 | 15 |
| nand2_1 | 15 |
| nor2_1 | 14 |
| ha_1 | 13 |
| clkbuf_8 | 12 |
## cell usage after synthesis, types with 2 or more instances
library cell | n | area share (%)
xor2_1 | 11 | 3.3
nor2_1 | 14 | 1.8
nor4b_1 | 3 | 0.89
nor3_1 | 5 | 0.85
nand4_1 | 7 | 1.5
or3_1 | 2 | 0.43
ha_1 | 13 | 5.5
clkbuf_1 | 2 | 0.26
dlxtn_1 | 4 | 2.0
and4_1 | 3 | 0.89
and4b_1 | 2 | 0.68
nor4b_4 | 2 | 1.6
a31o_2 | 2 | 0.60
xnor2_1 | 15 | 4.5
a21oi_1 | 7 | 1.2
nand2_2 | 2 | 0.43
a211oi_1 | 3 | 0.77
o22ai_1 | 2 | 0.43
dfxtp_1 | 30 | 20
o31ai_1 | 3 | 0.77
inv_2 | 2 | 0.26
and2_1 | 3 | 0.64
nand2_1 | 15 | 1.9
inv_1 | 18 | 2.3
nor2b_1 | 2 | 0.43
nand3_1 | 11 | 1.9
o21ai_0 | 5 | 0.85
nor4_1 | 2 | 0.43
edfxtp_1 | 32 | 33
and3_1 | 7 | 1.5
nand2b_1 | 3 | 0.64
buf_2 | 3 | 0.51
## power by group through the flow
| stage | clock (mW) | sequential [mW] | combinational (mW) |
|---|---|---|---|
| 4_1_cts | 0.781 | 0.832 | 0.0804 |
| 5_1_grt | 0.821 | 0.833 | 0.0873 |
| 6_report | 0.767 | 0.832 | 0.0793 |
No activity file was given, so power comes from the tool's default toggle rates.
