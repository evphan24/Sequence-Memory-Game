--- design/flow/config.mk ---
export PLATFORM = sky130hd
export DESIGN_NAME = displayPattern
export DESIGN_NICKNAME = displayPattern
export VERILOG_FILES = /design/flow/design.v
export SDC_FILE = /design/flow/constraint.sdc
export NUM_CORES = 4
export LEC_CHECK = 1
export CORE_UTILIZATION = 30
--- design/flow/design.v ---
module displayPattern(iResetn, iClock, start, level, oX, oY, oColour, oPlot, done);
   parameter X_SCREEN_PIXELS	= 8'd160;
   parameter Y_SCREEN_PIXELS = 7'd120;
   input wire 	    iClock;
	input wire [3:0] level;
	input wire iResetn, start;
   output wire [7:0] oX;        
   output wire [6:0] oY;
   output wire [2:0] oColour;     
   output wire 	     oPlot, done;       
	wire plot1, enable, speed, done_count, clear, plot2;
	counter C0(iResetn, iClock, speed, enable, done_count, level);
	control_pattern cp(iResetn, iClock, start, done_count, level, done, plot1, enable, speed, clear, plot2);
	datapath_pattern dp(iResetn, iClock, plot1, plot2, clear, oPlot, oX, oY, oColour);
endmodule
module control_pattern(iResetn, iClock, start, done_count, level, done, plot1, enable, speed, clear, plot2);
	input iResetn, iClock, start, done_count;
	input [3:0] level;
	output reg done, plot1, clear, plot2;
	output reg enable, speed;
    reg [3:0] current_state, next_state;
	 reg [3:0] squares;
    localparam  S_IDLE = 4'd0,
					 S_WAIT = 4'd1,
					 S_BOX1 = 4'd2,
					 S_CLEAR1 = 4'd3,
					 S_DONE = 4'd4,
					 S_BOX2 = 4'd5,
   				 S_CLEAR2 = 4'd6;
    always@(*)
    begin: state_table
            case (current_state)
                S_IDLE: next_state = start == 1'b1 ? S_WAIT : S_IDLE;
					 S_WAIT: next_state = done_count == 1'b1 ? S_BOX1 : S_WAIT;
					 S_BOX1: next_state = done_count == 1'b1 ? S_CLEAR1 : S_BOX1;
					 S_CLEAR1: begin
							if (done_count == 1'b1) begin
								if (squares == level) 
									next_state = S_DONE;
								else 
									next_state = S_BOX2;
							end
							else
								next_state = S_CLEAR1;
						end
					S_BOX2: next_state = done_count == 1'b1 ? S_CLEAR2 : S_BOX2;
					S_DONE: next_state = S_IDLE;
					S_CLEAR2: begin
							if (done_count == 1'b1) begin
								if (squares == level) 
									next_state = S_DONE;
								else 
									next_state = S_DONE;
							end
							else
								next_state = S_CLEAR2;
						end
            default:     next_state = S_IDLE;
        endcase
    end 
    always @(*)
    begin: enable_signals
		  plot1 = 1'b0;
		  plot2 = 1'b0;
		  enable = 1'b1;
		  speed = 1'b0;
		  squares = 4'd0;
		  clear = 1'b0;
		  done = 1'b0;
        case (current_state)
            S_IDLE: begin
					squares = 4'd0;
					speed = 1'b0;
                end
				S_WAIT: begin
					speed = 1'b1;
					enable = 1'b0;
					end
				S_BOX1: begin
					plot1 = 1'b1;
					speed = 1'b0;
					enable = 1'b0;
					squares = 4'd1;
					end
				S_CLEAR1: begin
					speed = 1'b1;
					squares = 4'd1;
					clear = 1'b1;
					plot1 = 1'b1;
					enable = 1'b0;
					end
				S_DONE: begin
					done = 1'b1;
					end
				S_BOX2: begin
					plot2 = 1'b1;
					speed = 1'b0;
					enable = 1'b0;
					squares = 4'd2;
				end
				S_CLEAR2: begin
					speed = 1'b1;
					squares = 4'd2;
					clear = 1'b1;
					plot2 = 1'b1;
					enable = 1'b0;
				end
        endcase
    end 
    always@(posedge iClock)
    begin: state_FFs
        if(iResetn == 1'b0)
            current_state <= S_IDLE;
        else
            current_state <= next_state;
    end 
endmodule 
module counter(iResetn, iClock, speed, enable, done_count, level);
	input iResetn, iClock, enable;
	input speed;
	input [3:0] level;
	output done_count;
	wire [25:0] clock_freq;
	assign clock_freq = 26'd50000000;
	reg [26:0] downCount;
	always@(posedge iClock) begin
		if (enable == 1'b1 || downCount == 27'b0) begin
			if(level == 4'd1) begin
				if (speed == 1'b0) 
					downCount <= clock_freq - 1'b1;
				else if (speed == 1'b1)
					downCount <= clock_freq * 2'd2 - 1'b1;
			end
			else if (level == 4'd2) begin
				if (speed == 1'b0) 
					downCount <= clock_freq - (clock_freq / 5'd20) - 1'b1;
				else if (speed == 1'b1)
					downCount <= clock_freq - (clock_freq / 5'd20) * 2'd2 - 1'b1;
			end
		end
		else
			downCount <= downCount - 1'b1;
	end
	assign done_count = downCount == 27'b0 ? 1'b1 : 1'b0;
endmodule
module datapath_pattern(iResetn, iClock, plot1, plot2, clear, oPlot, oX, oY, oColour);
	input iResetn, iClock, plot1, plot2, clear;
	output reg oPlot;
	output reg [7:0] oX;
	output reg [6:0] oY;
	output reg [2:0] oColour;
	 parameter X_SCREEN_PIXELS = 8'd160;
    parameter Y_SCREEN_PIXELS = 7'd120;
	reg [7:0] x_coord, x_size;
	reg [6:0] y_coord, y_size;
	reg [2:0] iColour;
	reg plot;
	wire [7:0] box_x;
	wire [6:0] box_y;
	wire [2:0] box_colour;
	dynamicBox D0(iClock, iResetn, x_coord, y_coord, iColour, 8'd24, 7'd24, plot, box_x, box_y, box_colour);
	always@(plot1, plot2, clear) begin
		if (plot1 == 1'b1) begin
			if (clear == 1'b1) 
				iColour <= 3'd7;
			else
				iColour <= 3'd1;
			oPlot <= plot1;
			plot <= plot1;
			x_coord <= 8'd68;
			y_coord <= 7'd84;
			end
		else if (plot2 == 1'b1) begin
			if (clear == 1'b1) 
				iColour <= 3'd7;
			else 
				iColour <= 3'd1;
			oPlot <= plot2;
			plot <= plot2;
			x_coord <= 8'd68;
			y_coord <= 7'd54;
		end
		else begin
			oPlot <= 1'b0;
			plot <= 1'b0;
			iColour <= 3'd0;
		end
	end
	always@(posedge iClock) begin
		if (plot1 == 1'b1 || plot2 == 1'b1) begin
			oX <= box_x;
			oY <= box_y;
			oColour <= box_colour;
		end
	end
endmodule 
module dynamicBox(iClock, iResetn, x_coord, y_coord, iColour, x_size, y_size, plot, oX, oY, oColour);
	input iClock, iResetn;
	input [7:0] x_coord;
	input [6:0] y_coord;
	input [2:0] iColour;
	input [7:0] x_size;
	input [6:0] y_size;
	input plot;
	output reg [7:0] oX;
	output reg [6:0] oY;
	output reg [2:0] oColour;
	 parameter X_SCREEN_PIXELS = 8'd160;
    parameter Y_SCREEN_PIXELS = 7'd120;
	 reg [6:0] y_count;
	 reg [7:0] x_count;
	always@(posedge iClock) begin
        if(iResetn == 1'b0 || plot == 1'b0) begin
				y_count <= 7'b0;
				x_count <= 8'b0;
				oColour <= 3'd0;
        end
		else if (plot == 1'b1) begin
			if (x_count == x_size) 
					x_count <= 8'd0;
			else
				begin
					oX <= x_coord + x_count;
					x_count <= x_count + 1'b1;
				end
			if (y_count == y_size) 
				y_count <= 7'd0;
				else if (x_count == 8'd0)
					begin
						oY <= y_coord + y_count;
						y_count <= y_count + 1'b1;
					end
				oColour <= iColour;
			end
	end
endmodule
--- design/flow/run.sh ---
#!/bin/bash
# OpenROAD 26Q1-2900-gdf79404cd8, Yosys 0.63+post, stock flow scripts
make -C /OpenROAD-flow-scripts/flow DESIGN_CONFIG=/design/flow/config.mk WORK_HOME=/design/flow/orfs finish
--- design/flow/constraint.sdc ---
current_design displayPattern

set clk_period 12.7
set clk_io_pct 0.2

create_clock -name clk0 -period $clk_period [get_ports {iClock}]

set non_clock_inputs [all_inputs -no_clocks]
set_input_delay [expr $clk_period * $clk_io_pct] -clock clk0 $non_clock_inputs
set_output_delay [expr $clk_period * $clk_io_pct] -clock clk0 [all_outputs]
==> flow_summary.json <==
{
  "seq_power_share_pct": 52.0,
  "cts_hold_buffers": 0,
  "worstSkewPairLatency_ps": 330,
  "maxSlewViolCount": 0,
  "yosys_area_um2": 3980,
  "rows": 41,
  "largest_area_cell": "edfxtp_1",
  "tns_ps": 0,
  "fp-utilization_pct": 31.2,
  "p_comb_share_pct": 4.5,
  "p_switching_mw": 0.128,
  "syn_area_um2": 3980,
  "cts_buffers": 9,
  "cts_max_path_buffers": 2,
  "grt_first_pass_wirelength_um": 11300,
  "die_h_um": 117,
  "peakVddDrop_uv": 68.0,
  "finalWorstSetupSlack_ps": 8400,
  "p_sw_share_pct": 21.7,
  "reg2reg_slack_ps": 9700,
  "cp_data_required_time_ps": 12770,
  "cap_violations": 0,
  "worst-slew-pin-transition_ps": 773,
  "vias": 2520,
  "critPathMaxFanout": 5,
  "pin_count": 27,
  "cts_setup_buffers": 0,
  "p_per_area_nw_per_um2": 125,
  "groute.usage.overall_pct": 11.0,
  "antennaDiodeCount": 0,
  "min_period_ps": 4300,
  "cts_root_buf": "clkbuf_16",
  "drive_gt1_share_pct": 7.43,
  "portBuffers": 26,
  "hp-class": "flop to flop",
  "chipArea_um2": 13700,
  "status": "finished, final reports clean",
  "cts_tree": "done",
  "gp_congestion": 0.840,
  "htree_levels": 3,
  "grt_max_degree": 37,
  "route.detailed.drc": 0,
  "synth_stat.cells": 342,
  "internal_power_mw": 0.461,
  "yosysUniqueCellTypes": 43,
  "antenna_found_initial": 0,
  "finalCritPeriodShare_pct": 33.8,
  "yosysWarningCount": 4,
  "wirelength_um": 6930,
  "slew_headroom_pct": 48.0,
  "area_growth_pct": 18.1,
  "fmax_ghz": 0.233,
  "wl_per_cell_um": 12.6,
  "unclocked_pins": 2,
  "post_synth.cell_area_avg_um2": 11.6,
  "ant_nets": 0,
  "cts-resized-gates": 0,
  "grt_overflow": 0,
  "drt_pre_antenna_iters": 4,
  "synth_cells": 342,
  "setup_violations": 0,
  "criticalPathCategory": "primary input to flop",
  "rsz0062_at_grt": "false",
  "hold_viol_final": 0,
  "core-area_um2": 12800,
  "ys_ff": 85,
  "drt_iter0_drc": 125,
  "finClkSkew_ps": 8.18,
  "cellLeakagePower_nw": 1.51,
  "grt_pass1_vias": 2306,
  "die_x_um": 117,
  "unconstrained_endpoints": 2,
  "worstPathArrival_ps": 4370,
  "area_leaders": "edfxtp_1 (45%), dfxtp_1 (12%), xnor2_1 (7.0%)",
  "dp_hpwl_um": 4680,
  "cp-end-kind": "flop",
  "start_kind": "primary input",
  "warnings": 37,
  "via_per_inst": 4.59,
  "pwr-share-clk_pct": 43.5,
  "path_clk_slew_ps": 60,
  "pre_cts_ws_ps": 8050,
  "top_area_share_pct": 44.5
}
-- final cells by class --
type | instances | area (um^2)
clock inverter | 7 | 68.8
clock buffer | 9 | 225
timing repair buffer | 29 | 283
tap | 172 | 215
sequential | 85 | 2280
fill | 1238 | 8070
inverter | 20 | 75.1
multi-input combinational | 227 | 1550
-- cell usage in the layout (no fill, tap or decap), types with 9 or more instances in the layout --
cell type,instances
edfxtp_1,59
xnor2_1,32
nor2_1,30
clkdlybuf4s50_1,26
dfxtp_1,24
nand2_1,23
a21oi_1,22
inv_1,20
ha_1,20
xor2_1,13
nor4_1,13
nor3_1,10
nand3_1,10
clkbuf_16,9
-- path summary, 6_finish.rpt --
check / end / cells after the start / startpoint
worst max-delay path: C0.downCount[17]$_DFFE_PP_ / 6 / level[0]
worst min-delay path: dp.oColour[0]$_DFFE_PN_ / 0 / dp.D0.oColour[0]$_SDFFE_PP0N_
worst max register to register: C0.downCount[14]$_DFFE_PP_ / 5 / C0.downCount[5]$_DFFE_PP_
worst min register to register: dp.oColour[0]$_DFFE_PN_ / 0 / dp.D0.oColour[0]$_SDFFE_PP0N_
-- Yosys cell counts, drive strengths merged --
cell type / n
o21a: 1
o31a: 1
and3: 2
nand4: 3
clkbuf: 5
mux2i: 6
xnor2: 32
a22o: 1
edfxtp: 59
nand2b: 3
o21ai: 2
nand2: 23
dfxtp: 24
a21oi: 22
nor3b: 2
o31ai: 1
or3b: 1
o41ai: 1
nor4: 14
or4: 3
nor3: 11
ha: 20
xor2: 13
and2b: 2
nor2: 30
inv: 20
or3: 5
and2: 1
nor4b: 2
dlxtn: 2
or2: 4
nor2b: 6
buf: 5
nand3b: 2
nand3: 10
a31oi: 1
nand4b: 2
-- layer usage --
layer	global-route usage, %	share of wire [%]	up-vias
met2	17.5	47	54
met3	2.36	4.8	8
li1	-	-	1272
met1	16.6	47	1186
met5	0	0	-
met4	1.77	1.4	0
-- power by group through the flow --
stage	sequential (mW)	clock [mW]	combinational (mW)
after CTS	0.306	0.262	0.0270
after global routing	0.307	0.274	0.0297
final	0.306	0.256	0.0266
-- sequential cells by signal, indices dropped and copies added, names as in the netlist --
| signal | count |
|---|---|
| C0.downCount | 27 |
| cp.current_state | 7 |
| dp.D0.oColour | 2 |
| dp.D0.oX | 8 |
| dp.D0.oY | 7 |
| dp.D0.x_count | 8 |
| dp.D0.y_count | 7 |
| dp.oColour | 2 |
| dp.oX | 8 |
| dp.oY | 7 |
| dp.y_coord | 2 |
-- kinds of logic (layout without fill, tap and decap cells) --
group | count (synthesis) | after routing | synth area share, %
simple gates | 126 | 126 | 17.1
flops | 83 | 83 | 56.6
xor+xnor | 45 | 45 | 9.90
compound gates | 30 | 30 | 4.21
buf+inv | 30 | 65 | 3.68
fa+ha+maj | 20 | 20 | 6.29
mux | 6 | 6 | 1.51
latches | 2 | 2 | 0.755
-- per-stage QoR --
stage	util, %	power, mW	hold WS, ps	cell area (um^2)	std cells
finish	36.8	0.589	402	4700	549
global route	36.8	0.610	415	4700	549
CTS	36.8	0.594	402	4700	549
global placement	34.5	0.338	387	4410	533
detailed placement	34.5	0.338	400	4410	533
floorplan	-	0.331	386	3980	342
-- critical path, cell delays in order --
cell and delay (ps):
clkdlybuf4s50_1 480, or3b_2 460, or2_2 340, ha_1 300, nor2b_1 190, a21oi_1 60
Power and IR drop assume default switching activity.
